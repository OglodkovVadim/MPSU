File: ./design.v
module fulladder(
    input logic a_i,
    input logic b_i,
    input logic carry_i,
    output logic sum_o,
    output logic carry_o
);
    assign sum_o = (a_i ^ b_i) ^ carry_i;
    assign carry_o = ((a_i & carry_i) | (a_i & b_i)) | (b_i & carry_i); 
endmodule
module fulladder32(
    input logic [31:0] a_i,
    input logic [31:0] b_i,
    input logic carry_i,
    output logic carry_o,
    output logic [31:0] sum_o
);
logic [32:0] c;
assign c[0] = carry_i;
assign carry_o = c[32];
genvar i;
generate
        for (i = 0; i < 32; i=i+1) begin : newgen
                fulladder adder (
                    .a_i(a_i[i]),
                    .b_i(b_i[i]),
                    .carry_i(c[i]),
                    .carry_o(c[i+1]),
                    .sum_o(sum_o[i])
                );
        end
endgenerate        
endmodule
File: ./run.sh
#!/bin/bash
# OpenROAD 26Q1-2900-gdf79404cd8, Yosys 0.63+post, stock flow scripts
make -C /OpenROAD-flow-scripts/flow DESIGN_CONFIG=/design/flow/config.mk WORK_HOME=/design/flow/orfs finish
File: ./config.mk
export PLATFORM = sky130hd
export DESIGN_NAME = fulladder32
export DESIGN_NICKNAME = fulladder32
export VERILOG_FILES = /design/flow/design.v
export SDC_FILE = /design/flow/constraint.sdc
export NUM_CORES = 4
export LEC_CHECK = 1
export CORE_AREA = 10 10 92 92
export DIE_AREA = 0 0 102 102
File: ./constraint.sdc
current_design fulladder32

set clk_period 9.6
set clk_io_pct 0.2

create_clock -name clk0 -period $clk_period

set non_clock_inputs [all_inputs -no_clocks]
set_input_delay [expr $clk_period * $clk_io_pct] -clock clk0 $non_clock_inputs
set_output_delay [expr $clk_period * $clk_io_pct] -clock clk0 [all_outputs]
==> metrics.cfg <==
[status]
outcome = finished, violations left
violations = setup timing

[final_layout]
flop-count = 0
syn_to_final_growth_pct = 92.6
post-route-util_pct = 27.4
final-comb-area_um2 = 718
drive_gt1_share_pct = 40.0
regArea_um2 = 0
num-clock-buffers = 0
fillers = 684

[setup_path]
path_max_fanout = 1
path_class = input port to primary output
critPathArrivalTime_ps = 13330
cpMaxStageDelayCell = clkdlybuf4s50_1
path_common_cell = fa_2
setup.worst_path.start_class = input port
slowest_delay_ps = 400
required_ps = 7680
cp-end-kind = primary output

[placement]
io_buffers = 98
gp_congestion = 0.701
hpwl_um = 2870

[pwr]
p_int_w = 0.0000703
p_leak_nw = 0.655
switchingPower_w = 0.0000293
powerDensity_nw_per_um2 = 56.3
power_frac_comb_pct = 100.0
p_clk_share_pct = 0
vdd_drop_max_v = 0.0000199
seqPwrFrac_pct = 0
swShare_pct = 29.4

[logic_synthesis]
postSynthCellCount = 74
ys_warn_count = 0
synth_stat.cells = 74
ys_seq_share_pct = 0
synth-area-yosys_um2 = 918
synth_area_um2 = 918
synth.distinct_cells = 3
syn_area_per_cell_um2 = 12.4

[floorplan]
floorplan.die_area_um2 = 10400
coreArea_um2 = 6460
die_h_um = 102
die_x_um = 102
pin_count = 98
fp_util_pct = 14.2
fp-row-count = 29

[route]
diodes = 0
drt_iter0_markers = 0
wl_met3_um = 842
highest_layer = met3
vias = 727
drc_errors = 0
finalWirelength_um = 2860
drt-met1-wl_um = 975
wl_per_cell_um = 13.2
met2_length_um = 1050
dr.pass1.iters = 1
vias_per_cell = 3.35
drt.antenna.violating_nets = 0

[timing]
hold_viol = 0
fmaxAchievable_mhz = 65.6
finalMaxSlewViolations = 0
finalWorstSetupSlack_ps = -5650
finalCritPeriodShare_pct = 159
setup_viol = 18
relSlewSlack_pct = 91.7
whs_ps = 4590
min_period_ps = 15250
rsz0062_at_grt = yes
worstMarginPinSlew_ps = 124

[min_path]
min_to = sum_o[31]
whs_path_depth = 5
hp-start = b_i[31]
min_path_type = input port to primary output

[run]
max_cap_violations = 0
warnings = 35

[global_route]
grt_usage_pct = 5.34
gr-total-overflow = 0
grt_max_degree = 2
grt_pass1_vias = 891
antenna_found_initial = 0
grt_pass1_wl_um = 4420

[clock_tree]
post-cts-setup-buffers = 0

==> cells in the final DEF, fill, tap and decap left out, drive strengths merged <==
master / synthesis / routed
inv: 10 / 10
clkdlybuf4s50: 0 / 75
fa: 32 / 32
buf: 32 / 20
dlygate4sd2: 0 / 3
==> metal layers <==
layer  up-vias  track usage (%)
met1       334             5.91
li1        312                -
met5         -                0
met3         0             5.45
met2        81             7.60
met4         0                0
==> through the flow <==
step / TNS [ps] / instances / total power, W / cell area [um2] / setup WS [ps]
global placement: -71460 / 217 / 0.000118 / 1850 / -6540
floorplan: -48670 / 74 / 0.0000590 / 1020 / -5260
CTS: -55410 / 217 / 0.000103 / 1760 / -5740
global route: -58600 / 217 / 0.000116 / 1770 / -5980
finish: -53890 / 217 / 0.0000997 / 1770 / -5650
detailed placement: -71440 / 217 / 0.000119 / 1850 / -6540
==> worst max path at each step <==
stage       from  endpoint  slack [ps]  cells after the start
6_report  a_i[0]   carry_o       -5650                     38
5_1_grt   a_i[0]   carry_o       -5980                     38
4_1_cts   a_i[0]   carry_o       -5740                     38
==> timing repair <==
action | in CTS | in global routing
hold buffers | 0 | 0
endpoints found under the setup margin | 20 | 19
gates resized | 74 | 1
pin swaps | 0 | 1
==> power by group through the flow <==
| stage | combinational (W) | clock [W] | sequential, W |
|---|---|---|---|
| CTS | 0.000103 | 0 | 0 |
| global route | 0.000116 | 0 | 0 |
| finish | 0.0000997 | 0 | 0 |
==> cells in the mapped netlist <==
| cell | n | area (um2) |
|---|---|---|
| buf_4 | 32 | 240 |
| inv_1 | 10 | 37.5 |
| fa_1 | 32 | 641 |
==> worst max-delay path: cells and delay by family <==
kind | cells | cell delay, ps
buf+inv | 6 | 690
fa+ha+maj | 32 | 10720
==> final cells by class <==
class              count  area share [%]
repair buffers        98            50.8
multi-input cells     32            40.6
well taps             77            5.45
inverters             10            3.11
==> cells by family after synthesis <==
group,share of synthesized area (%)
fa+ha+maj,69.8
buf+inv,30.2
Power and IR drop assume default switching activity.
